**constraint.sdc**
```tcl
current_design shiftreg_left

set clk_period 1.1
set clk_io_pct 0.2

create_clock -name clk0 -period $clk_period [get_ports {clk}]

set non_clock_inputs [all_inputs -no_clocks]
set_input_delay [expr $clk_period * $clk_io_pct] -clock clk0 $non_clock_inputs
set_output_delay [expr $clk_period * $clk_io_pct] -clock clk0 [all_outputs]
```
**config.mk**
```make
export PLATFORM = sky130hd
export DESIGN_NAME = shiftreg_left
export DESIGN_NICKNAME = shiftreg_left
export VERILOG_FILES = /design/flow/design.v
export SDC_FILE = /design/flow/constraint.sdc
export NUM_CORES = 4
export LEC_CHECK = 1
export CORE_AREA = 10 10 70 70
export DIE_AREA = 0 0 80 80
```
**design.v**
```verilog
module shiftreg_left(
    input [7:0] In,
    input clk,
    input reset,
    input linshiftleft,
    output reg [7:0] outQ
);
always @(posedge clk or negedge reset) begin
    if (reset == 1'b0) begin
        outQ <= 8'b00000000;  
    end
    else if (linshiftleft == 1'b1) begin
        outQ <= outQ << 1;  
    end
    else begin
        outQ <= In;  
    end
end
endmodule
```
**run.sh**
```bash
#!/bin/bash
# OpenROAD 26Q1-2900-gdf79404cd8, Yosys 0.63+post, stock flow scripts
make -C /OpenROAD-flow-scripts/flow DESIGN_CONFIG=/design/flow/config.mk WORK_HOME=/design/flow/orfs finish
```
==> out/qor.csv <==
stage,metric,value,unit
outcome,status,completed,
die,dieArea,6400,µm²
timing,rsz0062_at_grt,false,
global_routing,first_global_vias,288,
setup_path,cp.arrival,0.82,ns
final_layout,area_delta_synth_final,87.3,%
final_layout,drive_gt1_share,35.0,%
detailed_routing,routed_via_density,2.65,
power_and_ir_drop,p_int,0.000559,W
final_layout,stdcell_count,86,
die,die_h,80,µm
setup_path,path_max_fanout,2,
clock_network,cts_max_level,1,
timing,fin_worst_skew,0.00102,ns
logic_synthesis,ys_types,4,
die,io_pins,19,
power_and_ir_drop,swShare,19.0,%
timing,setup_tns,0,ns
power_and_ir_drop,p_leak,0.267,nW
placement,gp_congestion,0.758,
setup_path,crit_required,0.88,ns
detailed_routing,drt-met1-wl,434,µm
final_layout,finalInstanceArea,609,µm²
timing,min_period,1.04,ns
detailed_routing,avgRoutedWirePerCell,9.65,µm
logic_synthesis,ys_cells,17,
detailed_routing,routed_wl,830,µm
run,warning_count,25,
detailed_routing,first_iter_violations,2,
detailed_routing,met3_length,165,µm
setup_path,path_delay_family,flip-flops,
timing,setup_viol,0,
power_and_ir_drop,ir_worst_vdd,0.000496,V
clock_network,cts_buffers,3,
logic_synthesis,numSynthFlops,8,
setup_path,cp_slowest_cell,dfrtp_1,
global_routing,grt_pass1_wl,1300,µm
clock_network,cts_tree,done,
final_layout,fillers,383,
clock_network,root_buffer,clkbuf_4,
clock_network,cts_sinks,8,
detailed_routing,antenna_cells,0,
detailed_routing,top_layer,met3,
setup_path,path_class,reg2out,
die,rows,21,
die,core,3420,µm²
power_and_ir_drop,powerDensity,1130,nW/µm²
placement,dpl_cell_area,572,µm²
logic_synthesis,synth_area,325,µm²
logic_synthesis,netlist_instances,17,
power_and_ir_drop,combinationalPowerShare,21.0,%
detailed_routing,drtPass1Iterations,2,
clock_network,clockBufferDepth,2,
timing,finalHoldViolations,0,
die,die_width,80,µm
final_layout,largest_reg_flops,8,
setup_path,worst-path-buf-inv,1,
placement,place_inst,81,
setup_path,cp_slowest_stage_delay,0.39,ns
power_and_ir_drop,p_seq_share,48.6,%
detailed_routing,num_vias,228,
timing,clock.fmax,965,MHz
timing,worstMarginPinSlew,0.332,ns
run,maxCapViolCount,0,
global_routing,grt_max_degree,9,
detailed_routing,dr_wl_met2,230,µm
clock_network,clk_latency,0.24,ns
power_and_ir_drop,power_frac_clock,30.4,%
setup_path,worstPathCellList,clkdlybuf4s15_1,
detailed_routing,drtAntennaViolNets,0,
placement,io_buffers,18,
timing,finalMaxSlewViolations,0,
final_layout,reg_top3,outQ x8,
clock_network,ctsHoldBuffers,0,
final_layout,top_register,outQ,
logic_synthesis,yosysWarningCount,1,
clock_network,path_clk_slew,0.05,ns
timing,finalCritPeriodShare,94.2,%
logic_synthesis,yosys_area,325,µm²
timing,max-slew-margin-rel,77.8,%
setup_path,cp-end-kind,output port,
setup_path,cp-start-kind,flop,
global_routing,grt_use_total,2.73,%
hold_path,worstHoldPathType,in2async,
power_and_ir_drop,switchingPower,0.000131,W
detailed_routing,drc,0,
global_routing,antenna_found_initial,0,
logic_synthesis,ys_seq_share,61.5,%
die,fp_util,9.52,%
global_routing,grt_overflow,0,
logic_synthesis,post_synth.cell_area_avg,19.1,µm²
[cell families after synthesis]
group | after synthesis | synth area share, %
buffers and inverters | 1 | 3.46
flip-flops | 8 | 61.5
multiplexers | 7 | 32.3
AND/OR/NAND/NOR | 1 | 2.69
[layout make-up]
type	count	area (µm²)	area share (%)
tap	46	57.6	9.45
sequential	8	200	32.9
clock buffer	3	22.5	3.70
timing repair buffer	21	215	35.3
multi-input combinational	8	114	18.7
[what timing repair did]
item                                   in CTS  in global routing
buffers inserted                            1                  1
gates resized                              11                  5
endpoints found under the hold margin       0                  0
setup endpoints to repair                   8                  5
[cells in the mapped netlist]
| master | n | area share [%] |
|---|---|---|
| dfrtp_1 | 8 | 62 |
| mux2_4 | 7 | 32 |
| and2b_2 | 1 | 2.7 |
| buf_6 | 1 | 3.5 |
[placed cells by master (no fill, tap or decap)]
| master | Yosys | final |
|---|---|---|
| clkbuf_4 | 0 | 3 |
| clkdlybuf4s50_1 | 0 | 10 |
| mux2_4 | 7 | 7 |
| buf_12 | 0 | 1 |
| dfrtp_1 | 8 | 8 |
| buf_4 | 0 | 2 |
| clkdlybuf4s15_1 | 0 | 8 |
| and2b_2 | 1 | 1 |
[through the flow]
stage / setup slack, ns / power, W / hold WS [ns] / util (%)
floorplan: 0.345 / 0.000381 / -0.0756 / -
global placement: -0.178 / 0.000487 / 0.491 / 16.7
detailed placement: -0.192 / 0.000489 / 0.498 / 16.7
CTS: 0.000922 / 0.000692 / 0.249 / 17.4
global route: 0.0187 / 0.000727 / 0.281 / 17.8
finish: 0.0634 / 0.000690 / 0.240 / 17.8
[final timing paths]
check                                   from                end  slack (ns)  cells past startpoint
min                                    reset  outQ[7]$_DFF_PN0_        0.24                      1
max                        outQ[2]$_DFF_PN0_            outQ[2]        0.06                      1
max reg2reg                outQ[5]$_DFF_PN0_  outQ[6]$_DFF_PN0_        0.24                      2
min in group clk0          outQ[3]$_DFF_PN0_  outQ[4]$_DFF_PN0_        0.51                      1
max in group asynchronous              reset  outQ[0]$_DFF_PN0_        0.62                      1
min reg2reg                outQ[3]$_DFF_PN0_  outQ[4]$_DFF_PN0_        0.51                      1
[routing by layer]
layer	up-vias	GRT usage, %
met5	-	0
met4	0	0
met2	19	3.13
met3	0	2.95
met1	104	3.53
li1	105	-
[power by group through the flow]
stage	clock network [W]	registers (W)	logic, W
4_1_cts	0.000218	0.000335	0.000139
5_1_grt	0.000231	0.000339	0.000157
6_report	0.000210	0.000335	0.000145
No activity file was given, so power comes from the tool's default toggle rates.
