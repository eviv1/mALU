### /design/flow/config.mk
export PLATFORM = sky130hd
export DESIGN_NAME = LU
export DESIGN_NICKNAME = LU
export VERILOG_FILES = /design/flow/design.v
export SDC_FILE = /design/flow/constraint.sdc
export NUM_CORES = 4
export LEC_CHECK = 1
export CORE_AREA = 10 10 71 71
export DIE_AREA = 0 0 81 81
### /design/flow/run.sh
#!/bin/bash
# OpenROAD 26Q1-2900-gdf79404cd8, Yosys 0.63+post, stock flow scripts
make -C /OpenROAD-flow-scripts/flow DESIGN_CONFIG=/design/flow/config.mk WORK_HOME=/design/flow/orfs finish
### /design/flow/design.v
module LU (inA, inB, accumulator, opcode, zero_flag);
input [7:0] inA, inB, opcode;
output reg [7:0] accumulator;
output reg zero_flag;
always @(inA or inB or opcode) 
begin
    zero_flag = 1'b0;
    if (opcode == 8'b00000000) 
	 begin
        accumulator <= inA & inB;
    end
    else if (opcode == 8'b00000001) 
	 begin
        accumulator <= inA | inB;
    end
    else if (opcode == 8'b00000010) 
	 begin
        accumulator <= inA ^ inB;
    end
    else if (opcode == 8'b00000011) 
	 begin
        accumulator <= ~inA;
    end
    else if (opcode == 8'b00000100) 
	 begin
        accumulator <= ~inB;
    end
    else begin
        accumulator <= 8'b00000000;
    end
    if (accumulator == 8'b00000000) 
	 begin
        zero_flag = 1'b1;
    end
    else 
	 begin
        zero_flag = 1'b0;
    end
end
endmodule
### /design/flow/constraint.sdc
current_design LU

set clk_period 4.6
set clk_io_pct 0.2

create_clock -name clk0 -period $clk_period

set non_clock_inputs [all_inputs -no_clocks]
set_input_delay [expr $clk_period * $clk_io_pct] -clock clk0 $non_clock_inputs
set_output_delay [expr $clk_period * $clk_io_pct] -clock clk0 [all_outputs]
==> results.sh <==
# source this file to load flow results
export IMPL_fp_util=0.216
export IMPL_ant_nets=0
export IMPL_yosys_area_top_type_share=0.255
export IMPL_path_cells="clkdlybuf4s50_1 > buf_4 > nor3_1 > nand2_1 > a21oi_1 > clkdlybuf4s50_1"
export IMPL_placed_cells=191
export IMPL_use_met1=0.0955
export IMPL_seq_cell_count=0
export IMPL_hp_start="opcode[7]"
export IMPL_grt_overflow_total=0
export IMPL_netlist_instances=109
export IMPL_yosys_area_um2=786
export IMPL_relSlewSlack=0.438
export IMPL_hold_ws_ns=2.86
export IMPL_common_cells="inv_1 (17), ha_1 (16), nor2_1 (7)"
export IMPL_rsz0062_at_grt="false"
export IMPL_synth_most_common_cell="inv_1"
export IMPL_nClkBuffers=0
export IMPL_dpl_hpwl_um=1970
export IMPL_cts_setup_buffers=0
export IMPL_diodes=0
export IMPL_grt_max_degree=23
export IMPL_path_max_fanout=7
export IMPL_arrival_ns=3.29
export IMPL_crit_buf_inv=3
export IMPL_drv_cap=0
export IMPL_fin_cells=191
export IMPL_worst_slack_ns=0.386
export IMPL_finalCritPeriodShare=0.916
export IMPL_yosysUniqueCellTypes=33
export IMPL_min_path_type="input pin to output pin"
export IMPL_coreArea_mm2=0.00363
export IMPL_die_area_mm2=0.00656
export IMPL_setup_viol=0
export IMPL_syn_mean_instance_area_um2=7.21
export IMPL_seq_area_um2=0
export IMPL_cpMostUsedCell="clkdlybuf4s50_1"
export IMPL_ctsHoldBuffers=0
export IMPL_timing_fmax_mhz=237
export IMPL_fin_util=0.331
export IMPL_die_height_um=81
export IMPL_grtUsageMet2=0.119
export IMPL_gr_usage_met3=0.0111
export IMPL_grt_use_total=0.0695
export IMPL_period_minus_slack_ns=4.21
export IMPL_cp_depth=6
export IMPL_synth_area_leader_cell="ha_1"
export IMPL_yosysSeqAreaShare=0
export IMPL_finalHoldViolCount=0
export IMPL_tool_warnings=40
export IMPL_grt_busiest_layer="met2"
export IMPL_gp_congestion=0.837
export IMPL_powerDensity_mw_per_mm2=64.0
export IMPL_synthToLayoutAreaGrowth_pct=53.2
export IMPL_drt_iter0_drc=61
export IMPL_area_leaders="ha_1 (25%), inv_1 (8.1%), nor4bb_1 (5.1%), nor3b_1 (4.8%), or4_1 (4.8%)"
export IMPL_slew_violations=0
export IMPL_crit_type="input pin to output pin"
export IMPL_worstPathRequired_ns=3.68
export IMPL_port_buffer_count=33
export IMPL_routed_via_density=4.69
export IMPL_outcome="complete, no violations"
export IMPL_slowest_delay_ns=0.69
export IMPL_die_width_um=81
export IMPL_stdcell_area_mm2=0.00120
export IMPL_setup_tns_ns=0
export IMPL_ios=33
export IMPL_crit_start="opcode[1]"
export IMPL_ys_cells=109
export IMPL_leakage_nw=0.527
export IMPL_final_layout_size_suffix_gt1_frac=0.0979
export IMPL_start_kind="input pin"
export IMPL_syn_area_um2=786
export IMPL_drc_errors=0
export IMPL_placed_area_mm2=0.00119
export IMPL_max_vdd_ir_drop_mv=0.0310
export IMPL_vias=895
export IMPL_wire_per_inst_um=12.3
export IMPL_grt_pass1_wl_um=3870
export IMPL_critPathSlowestCell="nor3_1"
export IMPL_grt_pass1_vias=860
export IMPL_critical_path_top_delay_family="buffers and inverters"
export IMPL_wirelength_um=2350
export IMPL_worst_pin_slew_ns=0.837
export IMPL_drtPass1Iterations=4
export IMPL_ys_warnings_count=1
export IMPL_pre_cts_ws_ns=0.0625
export IMPL_endpoint_kind="output pin"
export IMPL_report_power_total_mw=0.0770
export IMPL_worstSetupEndpoint="accumulator[6]"
export IMPL_antenna_found_initial=0
export IMPL_num_rows=22
## layer usage
layer  wire, um  part of all wire
met1       1070              0.46
met2       1110              0.47
met3        166             0.071
met4          0                 0
met5          0                 0
## area by class of cell
class                           instances  area, um2
Fill cell                             385       2430
Inverter                               17       63.8
Tap cell                               48       60.1
Timing Repair Buffer                   41        395
Multi-Input combinational cell         85        684
## worst min path at each step
stage | to | slack, ns | cells after the start
after CTS | accumulator[1] | 2.95 | 4
final | zero_flag | 2.86 | 5
after global routing | zero_flag | 2.92 | 5
## report_power, final
part / internal (mW) / switching (mW)
Clock: 0 / 0
Sequential: 0 / 0
Combinational: 0.0431 / 0.0340
Total: 0.0431 / 0.0340
## logic make-up (layout without fill, tap and decap cells)
group / count (synthesis) / after routing / share of synthesized area
buffers and inverters: 24 / 58 / 0.143
AOI/OAI and AO/OA: 25 / 25 / 0.218
and+or+nand+nor: 44 / 44 / 0.384
adders and majority gates: 16 / 16 / 0.255
## cell usage in the layout (no fill, tap or decap), types with 2 or more instances in the layout
cell type and count:
nor2_1 7, o21ai_0 6, a22oi_1 2, dlymetal6s2s_1 2, nand2_1 3, nor4bb_1 4
nand2b_1 5, nor3_1 5, ha_1 16, a21oi_1 5, buf_4 8, clkdlybuf4s50_1 31
or4_1 5, inv_1 17, nor3b_1 5, a211oi_1 2, nor4b_1 4
## what timing repair did
action	in CTS	in global routing
hold endpoints to repair	0	0
gates resized	0	4
setup endpoints to repair	0	1
